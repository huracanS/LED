File: design/flow/design.v
module multi_cycle_calculator(
    input wire clk,           
    input wire rst_n,         
    input wire [4:0] led_num, 
    output reg done,          
    output reg [9:0] result   
);
typedef enum logic[3:0]
{
    IDLE,  
    LOAD_CONSTANT,  
    ADD,  
    MULTIPLY, 
    DONE  
}send_state_t;
send_state_t state,next_state;
reg [9:0] temp_result;
always @(posedge clk or negedge rst_n) begin
    if (!rst_n) begin
        state <= IDLE;
    end else begin
        state <= next_state;
    end
end
always @(*) begin
    case (state)
        IDLE: next_state = LOAD_CONSTANT;
        LOAD_CONSTANT: next_state = ADD;
        ADD: next_state = MULTIPLY;
        MULTIPLY: next_state = DONE;
        DONE: next_state = DONE;  
        default: next_state = IDLE;
    endcase
end
always @(posedge clk or negedge rst_n) begin
    if(!rst_n) begin
        temp_result <= 'd0;
        result      <= 'd0;
    end else begin
        case (state)
            LOAD_CONSTANT:begin
                temp_result <= 'd32;  
                result      <= 'd0;
            end
            ADD: begin
                temp_result <= temp_result + (1 + led_num + 1);  
                result      = 'd0;
            end
            MULTIPLY: begin
                temp_result = temp_result * 32;  
                result = temp_result;  
            end
            DONE: begin
                temp_result = 'd0;
                result = result;
            end
            default: begin
                temp_result = 'd0;
                result = 'd0;
            end
        endcase
    end
end
always @(posedge clk or negedge rst_n) begin
    if(!rst_n) begin
        done <= 1'b0;
    end else if (state == DONE) begin
        done <= 1'b1;
    end else begin
        done <= done;
    end
end
endmodule
File: design/flow/constraint.sdc
current_design multi_cycle_calculator

set clk_period 3.7
set clk_io_pct 0.2

create_clock -name clk0 -period $clk_period [get_ports {clk}]

set non_clock_inputs [all_inputs -no_clocks]
set_input_delay [expr $clk_period * $clk_io_pct] -clock clk0 $non_clock_inputs
set_output_delay [expr $clk_period * $clk_io_pct] -clock clk0 [all_outputs]
File: design/flow/config.mk
export PLATFORM = sky130hd
export DESIGN_NAME = multi_cycle_calculator
export DESIGN_NICKNAME = multi_cycle_calculator
export VERILOG_FILES = /design/flow/design.v
export SDC_FILE = /design/flow/constraint.sdc
export NUM_CORES = 4
export LEC_CHECK = 1
export CORE_AREA = 10 10 72 72
export DIE_AREA = 0 0 82 82
File: design/flow/run.sh
#!/bin/bash
# OpenROAD 26Q1-2900-gdf79404cd8, Yosys 0.63+post, stock flow scripts
make -C /OpenROAD-flow-scripts/flow DESIGN_CONFIG=/design/flow/config.mk WORK_HOME=/design/flow/orfs finish
==> reports/metrics.yaml <==
outcome:
  status: "finished clean"
pwr:
  clkPwrFrac: 0.301
  finalPower_mw: 0.482
  p_sw_mw: 0.114
  ir_drop_v: 0.000176
  seq_power_share: 0.446
  p_per_area_nw_per_um2: 509
  swShare: 0.237
  cellLeakagePower_nw: 0.435
  p_comb_frac: 0.253
  cellInternalPower_mw: 0.368
finish:
  drive_gt1_frac: 0.101
  fillers: 400
  syn_to_final_growth_pct: 29.0
  utilization: 0.257
flow_run:
  warnings: 25
  cap_viol_max_count: 0
detailed_routing:
  drt-initial-drc-count: 13
  wl_met3_um: 110
  final_antenna_net_count: 0
  vias: 430
  n_antenna_cell: 0
  drc: 0
  wl_um: 1170
  vias_per_cell: 3.39
  wl_met1_um: 579
  wl_met2_um: 445
  avgRoutedWirePerCell_um: 9.20
  top_layer: "met4"
  drt-pass1-iter-count: 2
cts:
  clkSinkCount: 16
  clock_path_buffers: 2
  numCtsBuffers: 3
  path_clk_slew_ns: 0.06
  htree_num_levels: 1
  worst_skew_pair.late_latency_ns: 0.24
  postCtsHoldBufs: 0
  cts_root_buf: "clkbuf_8"
  cts_tree: "built"
  cts.repair.resized: 0
  post_cts_buffers: 0
yosys:
  synthCells: 64
  yosys.cell_types.count: 18
  syn_area_um2: 734
  yosys_area_um2: 734
  synthArstFlopShare: 1.00
  yosys.area.top_type: "dfrtp_1"
  ff_type: "dfrtp_1"
  yosysWarningCount: 1
  ys_cells: 64
  synth_seq_share: 0.547
  ys_ff: 16
  edf_count: 0
  synthDominantCellAreaShare: 0.511
  area_leaders: "dfrtp_1 51%, ha_1 12%, buf_4 5.1%"
  synth.top_cells.by_count: "15 x dfrtp_1, 10 x nand2_1, 7 x ha_1"
  synth_top_cell_by_count: "dfrtp_1"
  avgSynthCellArea_um2: 11.5
placement:
  gp_congestion: 0.722
  place_ws_ns: 1.23
  io_buffers: 12
  dp_hpwl_um: 969
floorplanning:
  chip_area_um2: 6720
  die_h_um: 82
  core_region_area_um2: 3690
  fp_util: 0.199
  ios: 18
  chipWidth_um: 82
  rows: 22
critical_path:
  cp.arrival_ns: 2.32
  r2r-start: "temp_result[1]"
  worstSetupPathType: "in -> reg"
  r2r_slack_ns: 2.08
  required_ns: 3.83
  cp-start-kind: "input port"
  endpoint_kind: "flip-flop"
  r2r_end: "temp_result[3]"
  cp_max_fo: 2
  crit_path_end: "temp_result[3]"
  rr_worst_depth: 7
  critPathLaunch: "led_num[1]"
sta:
  finalClockSkew_ns: 0.000333
  hold_viol_final: 0
  setup_slack_ns: 1.51
  relSlewSlack: 0.559
  holdWs_ns: 0.350
  layout_min_cycle_time_ns: 2.19
  timing.fmax_ghz: 0.456
  rsz0062_at_grt: "no"
  setup_tns_ns: 0
  worst_slew_pin_slew_ns: 0.659
  setup_violations: 0
  timing.final.crit_share: 0.592
  slew_viol_final: 0
global_routing:
  grt_pass1_wl_um: 1930
  grt_overflow_total: 0
  grt_max_degree: 17
  grt_usage: 0.0364
  grt_pass1_vias: 422
  antenna_found_initial: 0
hold_path:
  worst_hold_path_type: "reg -> reg"
==> how the worst min path moves through the flow <==
stage,startpoint,cells past startpoint,end,slack [ns]
final,state[3],0,state[2],0.35
after global routing,state[3],0,state[2],0.36
after CTS,state[3],0,state[2],0.35
==> worst max-delay path: stages <==
cell and delay [ns]:
clkdlybuf4s50_1 0.45, inv_1 0.04, ha_1 0.26, inv_1 0.04, ha_1 0.21, fa_1 0.38, xnor2_1 0.16, nor2_1 0.05
==> flip-flops by register name (all words and copies together) (netlist names) <==
| signal | flops |
|---|---|
| done | 1 |
| result | 5 |
| state | 5 |
| temp_result | 5 |
==> layout make-up <==
| class | instances | area (µm²) | share of cell area |
|---|---|---|---|
| clock buffer | 4 | 55.1 | 0.0581 |
| inverter | 5 | 18.8 | 0.0198 |
| multi-input combinational | 42 | 292 | 0.308 |
| sequential | 16 | 402 | 0.424 |
| tap | 48 | 60.1 | 0.0634 |
| timing repair buffer | 12 | 120 | 0.127 |
==> power by group through the flow <==
stage	combinational [mW]	sequential, mW	clock (mW)
global route	0.144	0.218	0.159
CTS	0.125	0.215	0.149
finish	0.122	0.215	0.145
==> cells in the final DEF, fill, tap and decap left out <==
master / n
dfrtp_1: 15
clkdlybuf4s50_1: 12
nand2_1: 10
ha_1: 7
conb_1: 6
inv_1: 5
o21ai_0: 5
clkbuf_8: 4
and2_1: 3
nand3_1: 2
a21oi_1: 2
or2_2: 2
xnor3_1: 1
nor3b_2: 1
xnor2_1: 1
nor2_1: 1
fa_1: 1
dfstp_2: 1
==> metrics by stage <==
step	instance area (µm²)	instances
6_report	947	127
5_1_grt	947	127
4_1_cts	947	127
3_5_place_dp	892	123
3_3_place_gp	892	123
2_1_floorplan	753	69
==> routing by layer <==
layer	track usage	vias to the layer above
met2	0.0478	16
met1	0.0547	190
met3	0.0154	2
met5	0	-
li1	-	222
met4	0.00680	0
==> cell families after synthesis <==
kind of cell	Yosys count	share of synthesized area
buf+inv	11	0.0818
fa+ha+maj	8	0.147
other cells	1	0.00511
flops	16	0.547
compound gates	7	0.0477
xor+xnor	2	0.0426
simple gates	19	0.129
No activity file was given, so power comes from the tool's default toggle rates.
